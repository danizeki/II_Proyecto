**flow/run.sh**
```bash
#!/bin/bash
# OpenROAD 26Q1-2900-gdf79404cd8, Yosys 0.63+post, stock flow scripts
make -C /OpenROAD-flow-scripts/flow DESIGN_CONFIG=/design/flow/config.mk WORK_HOME=/design/flow/orfs finish
```
**flow/config.mk**
```make
export PLATFORM = sky130hd
export DESIGN_NAME = Validar
export DESIGN_NICKNAME = Validar
export VERILOG_FILES = /design/flow/design.v
export SDC_FILE = /design/flow/constraint.sdc
export NUM_CORES = 4
export LEC_CHECK = 1
export CORE_AREA = 10 10 78 78
export DIE_AREA = 0 0 88 88
```
**flow/constraint.sdc**
```tcl
current_design Validar

set clk_period 3.5
set clk_io_pct 0.2

create_clock -name clk0 -period $clk_period [get_ports {Clk_V}]

set non_clock_inputs [all_inputs -no_clocks]
set_input_delay [expr $clk_period * $clk_io_pct] -clock clk0 $non_clock_inputs
set_output_delay [expr $clk_period * $clk_io_pct] -clock clk0 [all_outputs]
```
**flow/design.v**
```verilog
`timescale 1ns / 1ps
module Validar(
	input wire Clk_V, Reset_V,
	input wire [7:0] Save_KeyCode,
	output reg [7:0] Valid_KeyCode,
	output reg Led_Invalid
	);
localparam [7:0]	 
A = 8'h1c, E = 8'h24,
Uno = 8'h16, Dos = 8'h1e, Tres = 8'h26, Cuatro = 8'h25, Cinco = 8'h2e, Seis = 8'h36;
localparam [7:0]	 
A_A = 8'h41, E_A = 8'h45,
Cero_A = 8'h30, Uno_A = 8'h31, Dos_A = 8'h32, Tres_A = 8'h33, Cuatro_A = 8'h34, Cinco_A = 8'h35, Seis_A = 8'h36;
reg Enable_V;
wire Enable_Next; 
reg [7:0]Y;
reg [2:0]Select; 	  	 
always@(posedge Clk_V, posedge Reset_V)
	if(Reset_V == 1'b1)
		Enable_V <= 1'b0 ; 
	else 
		Enable_V <= Enable_Next ;	
assign Enable_Next = (Select) ? 1'b1 : 1'b0 ;
always@* 
	begin
		Y = 8'h30 ;
		Select = 3'd0 ;
	case(Save_KeyCode)		
		8'h45: Y = 8'h30;  
		8'h16: 
				begin Y = 8'h31;  
						Select = 3'd1 ;
				end
		8'h1e: 
				begin Y = 8'h32;  
						Select = 3'd2 ;
				end 
		8'h26: begin Y = 8'h33;  
						Select = 3'd3 ;
				end 
		8'h25: begin Y = 8'h34;  
						Select = 3'd4 ;
				end 
		8'h2e: begin Y = 8'h35;  
						Select = 3'd5 ;
				end 
		8'h36: begin Y = 8'h36;  
						Select = 3'd6 ;
				end 
		8'h3d: Y = 8'h37;  
		8'h3e: Y = 8'h38;  
		8'h46: Y = 8'h39;  
		8'h1c: 
				 begin Y = 8'h41;  
						Select = 3'd7 ;
				end 
		8'h24: 
				begin Y = 8'h45;  
						Select = 3'd0 ;			 
				end 
		8'h32: Y = 8'h42;  
		8'h21: Y = 8'h43;  
		8'h23: Y = 8'h44;  
		8'h2b: Y = 8'h46;  
		8'h34: Y = 8'h47;  
		8'h33: Y = 8'h48;  
		8'h43: Y = 8'h49;  
		8'h3b: Y = 8'h4a;  
		8'h42: Y = 8'h4b;  
		8'h4b: Y = 8'h4c;  
		8'h3a: Y = 8'h4d;  
		8'h31: Y = 8'h4e;  
		8'h44: Y = 8'h4f;  
		8'h4d: Y = 8'h50;  
		8'h15: Y = 8'h51;  
		8'h2d: Y = 8'h52;  
		8'h1b: Y = 8'h53;  
		8'h2c: Y = 8'h54;  
		8'h3c: Y = 8'h55;  
		8'h2a: Y = 8'h56;  
		8'h1d: Y = 8'h57;  
		8'h22: Y = 8'h58;  
		8'h35: Y = 8'h59;  
		8'h1a: Y = 8'h5a;  
		8'h0e: Y = 8'h60;  
		8'h4e: Y = 8'h2d;  
		8'h55: Y = 8'h3d;  
		8'h54: Y = 8'h5b;  
		8'h5b: Y = 8'h5d;  
		8'h5d: Y = 8'h5c;  
		8'h4c: Y = 8'h3b;  
		8'h52: Y = 8'h27;  
		8'h41: Y = 8'h2c;  
		8'h49: Y = 8'h2e;  
		8'h4a: Y = 8'h2f;  
		8'h29: Y = 8'h20;  
		8'h5a: Y = 8'h0d;  
		8'h66: Y = 8'h08;  
		default: Y = 8'd0 ;  
	endcase
	end 
always@*	
	begin
		Valid_KeyCode = 8'd0 ;
		Led_Invalid = 1'b0 ; 
		if(Enable_V == 1'b1)
			begin
			case(Select)		
				0 : Valid_KeyCode = Y ;  
				1 : Valid_KeyCode = Y ; 
				2 : Valid_KeyCode = Y ;  
				3 : Valid_KeyCode = Y ;
				4 : Valid_KeyCode = Y ; 
				5 : Valid_KeyCode = Y ;
				6 : Valid_KeyCode = Y ;
				default : Valid_KeyCode = Y ;  
			endcase
			end
		else
			Led_Invalid = 1'b1;
	end 	
endmodule
```
==> job_summary.md <==
## Implementation flow summary

| Metric | Value |
|---|---|
| Worst hold slack | 0.8504 ns |
| Full die area | 7744 um^2 |
| Critical-path cell list | clkdlybuf4s15_2, inv_2, buf_4, ha_1, and3_1, o41ai_2, o311a_1, clkdlybuf4s50_1 |
| Least-Margin Pin Slew | 0.5019 ns |
| Largest net degree at the start of global routing | 25 |
| Antenna viol nets, final | 0 |
| Fin area | 1724 um^2 |
| Number of enable flip-flop cells | 0 |
| FF+latch count, synth | 1 |
| Global-route wire length before repair | 6706 um |
| Fmax | 295.3 MHz |
| Pwr Total | 203.9 uW |
| Total negative slack | 0 ns |
| Distinct lib cells | 49 |
| CP startpoint | Save_KeyCode[1] |
| Largest reg by FF count | Enable_V |
| YS chip area | 1080 um^2 |
| Max VDD drop | 28.45 uV |
| Total Wirelength | 4174 um |
| Overall fraction of global-route tracks in use | roughly a tenth |
| Pre-antenna DRT Iters | 4 |
| Hold Violations, Final | 0 |
| Chip width | 88 um |
| Most numerous logic cells after layout | buf_4, nor2_1, a21oi_1 |
| Startpoint Class | input port |
| Worst Hold Class | input port to asynchronous set/reset pin |
| Max reg flops | 1 |
| # diodes | 0 |
| Via count | around 1500 |
| Ys Warns | 1 |
| Remaining DRCs | 0 |
| IO Count | 19 |
| Util after Layout | 39.06% |
| LEAKAGE | around 0.74 nW |
| Final HPWL DP | 3092 um |
| Dominant Register Cell | dfrtp_1 |
| Yosys Instances | 167 |
| Non-Filler Instances | 267 |
| DP Worst Slack | -0.2781 ns |
| Min Tclk post-route | 3.386 ns |
| Top flop regs | Enable_V x1 |
| Commonest Layout Cell | buf_4 |
| Core area | 4414 um^2 |
| Synth-to-layout area growth | 59.68% |
| Worst path slowest cell | clkdlybuf4s50_1 |
| Avg Cell Area, Syn | 6.466 um^2 |
| First DRT Iteration DRCs | 126 |
| Die height | between 80 and 90 um |
| OpenROAD warning count | 34 |
| MaxCap Viol Count | 0 |
| Crit path capture | Valid_KeyCode[6] |
| Vias/cell | 5.453 |
| RSZ-0062 raised after global routing | no |
| Worst EP arrival | 2.69 ns |
| Total grt overflow | 0 |
| Row count | 24 |
| Share of flip-flops with an asynchronous set or reset | 100.0% |
| Fraction of layout cells with a size suffix above 1 | 30.70% |
| Critical Path End Type | primary output |
| Mapped cell area | around 1100 um^2 |
| Buffers on Ports | 17 |
| DP Area | 1589 um^2 |
| Antenna violations before repair | 0 |
| Crit-path max FO | 5 |
| Synth Instances | roughly 170 |
| Rel. slew slack | between 60% and 70% |
| CTS Hold Bufs | 0 |
| Cells after DPL | 264 |
| Power Density | 118.3 nW/um^2 |
| Critical Path RT | 2.80 ns |
| Drt wl/cell | 15.63 um |
| PnR worst setup slack | 0.1136 ns |
| Outcome | finished, final reports clean |
| Largest stage delay on the critical path | 0.45 ns |
| Post-synth seq share | under 10% |
| Clock slew at reported path FFs | 0 ns |
| Max-slew violation count | 0 |
| Setup CP Type | input port to primary output |
| # setup viols final | 0 |
| Fp_density | 24.46% |
| Gpl congestion | 0.9648 |
| Number of global-route vias before repair | 1374 |
| Post-layout period usage | a little over nine tenths |
==> routing by layer <==
layer,vias up,routed length (um),GRT usage (%)
li1,720,-,-
met1,666,1867,13.48
met2,59,1943,18.19
met3,11,267,1.403
met4,0,95,1.739
met5,-,0,0
==> critical path: cells and delay by family <==
| kind | cells | cell delay (ns) |
|---|---|---|
| buffers and inverters | 4 | 0.98 |
| AOI/OAI and AO/OA | 2 | 0.50 |
| adders and majority gates | 1 | 0.31 |
| and+or+nand+nor | 1 | 0.19 |
==> Yosys cell counts, types with 2 or more instances <==
| library cell | n | area, um^2 |
|---|---|---|
| nor2_1 | 19 | 71.32 |
| a21o_1 | 3 | 22.52 |
| o21ai_1 | 3 | 15.01 |
| xnor2_1 | 2 | 17.52 |
| buf_2 | 8 | 40.04 |
| a211oi_1 | 6 | 45.04 |
| a221o_1 | 3 | 30.03 |
| o31ai_1 | 2 | 15.01 |
| clkbuf_1 | 7 | 26.28 |
| nand2_1 | 12 | 45.04 |
| nand2b_1 | 8 | 50.05 |
| nor3_1 | 4 | 20.02 |
| nor2b_1 | 4 | 25.02 |
| o21ai_0 | 7 | 35.03 |
| inv_1 | 6 | 22.52 |
| o41ai_1 | 3 | 26.28 |
| o211ai_1 | 5 | 37.54 |
| o21bai_1 | 3 | 22.52 |
| buf_4 | 2 | 15.01 |
| ha_1 | 8 | 100.1 |
| a21oi_1 | 13 | 65.06 |
| buf_6 | 2 | 22.52 |
| nand3_1 | 4 | 20.02 |
| a31oi_1 | 5 | 31.28 |
| and3_1 | 3 | 18.77 |
| a211o_1 | 2 | 17.52 |
==> power breakdown <==
part	total (mW)	internal [mW]	switching (mW)	leakage (nW)
registers	0.0122	0.0120	0.000156	0.0139
logic	0.192	0.0950	0.0968	0.729
clock network	0	0	0	0
==> worst min-delay path by stage <==
stage	start	endpoint	slack, ns	cells past startpoint
CTS	Reset_V	Enable_V	0.85	2
global route	Reset_V	Enable_V	0.86	2
finish	Reset_V	Enable_V	0.85	2
==> cells by family after synthesis <==
kind of cell               Yosys count  share of synthesized area [%]
AOI/OAI and AO/OA                   68                          45.66
and+or+nand+nor                     60                          27.81
buffers and inverters               26                          12.05
adders and majority gates            8                          9.270
xor gates and xnor gates             2                          1.623
other                                1                         0.3473
muxes                                1                         0.9270
DFF                                  1                          2.317
==> layout make-up <==
| class | count | area (um^2) |
|---|---|---|
| well taps | 52 | 65.06 |
| inverters | 7 | 26.28 |
| fillers | 422 | 2690 |
| flip-flops and latches | 1 | 25.02 |
| repair buffers | 67 | 604.3 |
| multi-input cells | 140 | 1003 |
==> repair_timing <==
item,4_1_cts,5_1_grt
buffers inserted,2,1
gates resized,23,6
endpoints found under the setup margin,7,4
pin swaps,6,2
cloned,0,1
Power is estimated from default activity; no workload was simulated.
