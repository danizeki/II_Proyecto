--- design/flow/run.sh ---
#!/bin/bash
# OpenROAD 26Q1-2900-gdf79404cd8, Yosys 0.63+post, stock flow scripts
make -C /OpenROAD-flow-scripts/flow DESIGN_CONFIG=/design/flow/config.mk WORK_HOME=/design/flow/orfs finish
--- design/flow/config.mk ---
export PLATFORM = sky130hd
export DESIGN_NAME = Ps2_Rx
export DESIGN_NICKNAME = Ps2_Rx
export VERILOG_FILES = /design/flow/design.v
export SDC_FILE = /design/flow/constraint.sdc
export NUM_CORES = 4
export LEC_CHECK = 1
export CORE_AREA = 10 10 94 94
export DIE_AREA = 0 0 104 104
--- design/flow/constraint.sdc ---
current_design Ps2_Rx

set clk_period 3.8
set clk_io_pct 0.2

create_clock -name clk0 -period $clk_period [get_ports {clk_ps2_rx}]

set non_clock_inputs [all_inputs -no_clocks]
set_input_delay [expr $clk_period * $clk_io_pct] -clock clk0 $non_clock_inputs
set_output_delay [expr $clk_period * $clk_io_pct] -clock clk0 [all_outputs]
--- design/flow/design.v ---
`timescale 1ns / 1ps
module Ps2_Rx(
	input wire clk_ps2_rx, reset_ps2_rx,
	input wire ps2d_ps2_rx, ps2c_ps2_rx, rx_en_ps2_rx,
	output reg rx_done_tick_ps2_rx,
	output wire [7:0] dout_ps2_rx
    );  
localparam [1:0]
idle_ps2_rx = 2'd0, dps_ps2_rx = 2'd1, load_ps2_rx = 2'd2 ; 
reg [1:0] x, xp ; 
reg [7:0] filter_reg ;
wire [7:0] filter_next ;
reg f_ps2c_ps2_rx_reg ; 
wire f_ps2c_ps2_rx_next ; 
reg [3:0] n_reg, n_next;
reg [10:0] b_reg, b_next; 
wire fall_edge ; 
always@(posedge clk_ps2_rx, posedge reset_ps2_rx)
	if(reset_ps2_rx)
		begin 
			filter_reg <= 8'b0 ; 
			f_ps2c_ps2_rx_reg <= 1'b0 ;
		end 
	else 
		begin 	
			filter_reg <= filter_next ; 
			f_ps2c_ps2_rx_reg <= f_ps2c_ps2_rx_next ; 
		end 
assign filter_next = {ps2c_ps2_rx, filter_reg[7:1]} ; 
assign f_ps2c_ps2_rx_next = (filter_reg == 8'hf) ? 1'b1 :
							(filter_reg == 8'b0) ? 1'b0 : 
							f_ps2c_ps2_rx_reg ; 
assign fall_edge = f_ps2c_ps2_rx_reg & (~f_ps2c_ps2_rx_next) ; 
always@(posedge clk_ps2_rx, posedge reset_ps2_rx) 
	if(reset_ps2_rx) 
		begin 
			x <= idle_ps2_rx ; 
			n_reg <= 4'b0 ; 
			b_reg <= 11'b0 ; 
		end 
	else 
		begin 
			x <= xp ; 
			n_reg <= n_next ; 
			b_reg <= b_next ; 
		end 
always@*
	begin 
		xp = x ;
		rx_done_tick_ps2_rx = 1'b0 ; 
		n_next = n_reg ; 
		b_next = {ps2d_ps2_rx, b_reg[10:1]} ; 
			case(x)
				idle_ps2_rx:
						if(fall_edge & rx_en_ps2_rx)
							begin 	 
								b_next = {ps2d_ps2_rx, b_reg[10:1]} ;
								n_next = 4'b1001 ; 
								xp = dps_ps2_rx ; 
							end 
				dps_ps2_rx:	 
						if(fall_edge) 
							begin 
								b_next = {ps2d_ps2_rx, b_reg[10:1]} ; 
									if(n_reg == 1'b0) 
										xp = load_ps2_rx ; 
									else 
										n_next = n_reg-1'b1 ; 
							end 
				load_ps2_rx:	 
						begin 
							xp = idle_ps2_rx ;
							rx_done_tick_ps2_rx = 1'b1 ; 
						end 
			endcase 
	end 
assign dout_ps2_rx = b_reg[8:1] ;  
endmodule
==> flow_summary_export.csv <==
group,metric,value,unit
run_status,status,"finished, final reports clean",
min_path,min_path_type,"reg2reg",
setup_path,crit_type,"reg2out",
global_routing,grt_max_degree,27,
floorplan,num_io_pins,14,
routing,antenna_left,0,
logic_synthesis,syn_area_per_cell,13.36,um^2
clock_tree,cts_tree,"built",
sta,fin_crit_sh,49.22,%
sta,fin_skew,0.001665,ns
finish,logic_area,271.5,um^2
power_and_ir_drop,swShare,19.03,%
routing,drc,0,
finish,final_cell_mix,"dfrtp_1, clkdlybuf4s50_1, inv_1",
sta,tightest_slew,0.4267,ns
floorplan,die_w,104,um
logic_synthesis,yosysWarnings,1,
finish,nFillCells,762,
sta,relSlewSlack,71.34,%
power_and_ir_drop,power_frac_comb,3.8,%
setup_path,startpoint,"b_reg[4]$_DFF_PP0_",
setup_path,path_cells,"clkdlybuf4s50_1",
clock_tree,clockBufferDepth,2,
setup_path,cp_slowest_cell,"clkdlybuf4s50_1",
setup_path,start_kind,"flop",
sta,max_freq,534.7,MHz
sta,hold_violations,0,
global_routing,grt_pass1_wl,2849,um
setup_path,path_max_fanout,2,
clock_tree,cts_inserted_buffers,3,
clock_tree,clock_latency,0.27,ns
clock_tree,cts_hold_buf,0,
power_and_ir_drop,p_sw,103.3,uW
sta,rsz0062_at_grt,"false",
setup_path,crit_family,"buffers and inverters",
logic_synthesis,top_cells_by_area,"dfrtp_1, buf_4, dfstp_2, o221a_2, nor4_4",
finish,largest_reg_flops,10,
routing,routed_wl,1654,um
logic_synthesis,ys_cells,75,
global_routing,grt_pass1_vias,594,
finish,drive_above_1_share,16.47,%
floorplan,die_h,104,um
sta,slew_viol_final,0,
logic_synthesis,yosysChipArea,0.001002,mm^2
power_and_ir_drop,pwr-share-clk,42.4,%
power_and_ir_drop,power,543.1,uW
logic_synthesis,yosysUniqueCellTypes,30,
placed_design,gp_congestion,0.7713,
finish,area_delta_synth_final,26.84,%
power_and_ir_drop,p_int,439.8,uW
clock_tree,ctsResizeCount,0,
finish,utilization,18.61,%
floorplan,core_area,0.006832,mm^2
setup_path,critical_path.max_stage_delay,0.48,ns
clock_tree,cts.sinks,26,
global_routing,grt_util_all_layers,3.135,%
min_path,worst_hold_path.num_cells,0,
setup_path,r2r-start,"n_reg[0]$_DFFE_PP0P_",
setup_path,cp_num_buf_inv,1,
routing,antenna_cells,0,
sta,min_period,1.870,ns
sta,setup_viol,0,
logic_synthesis,synth_cells,75,
setup_path,reg2regPathDepth,6,
placed_design,dp_hpwl,1214,um
sta,tns,0,ns
logic_synthesis,syn_area,0.001002,mm^2
power_and_ir_drop,seqPwrFrac,53.9,%
clock_tree,post_cts_buffers,0,
setup_path,timing.critical_path.required,3.04,ns
global_routing,antenna_found_initial,0,
floorplan,rows,30,
routing,vias_per_cell,3.188,
global_routing,grt_overflow,0,
routing,wl_per_cell,9.138,um
placed_design,portBuffers,13,
routing,firstDrtPassIters,4,
logic_synthesis,yosys.area.top_type,"dfrtp_1",
floorplan,floorplan.core_util,14.67,%
logic_synthesis,ys_seq_share,65.04,%
finish,lay_top_count,"dfrtp_1",
floorplan,dieArea,0.01082,mm^2
setup_path,arrival,1.11,ns
flow_run,drv_cap,0,
clock_tree,clk_pin_slew,0.09,ns
setup_path,end_kind,"output port",
clock_tree,h-tree-depth,1,
clock_tree,root_buffer,"clkbuf_8",
power_and_ir_drop,leakage,0.0005074,uW
power_and_ir_drop,p_per_area,427.2,mW/mm^2
logic_synthesis,top_area_share,62.42,%
setup_path,cp_num_cells,1,
power_and_ir_drop,ir_drop,0.0001090,V
finish,regArea,651.9,um^2
routing,num_vias,577,
routing,drt-initial-drc-count,30,
flow_run,tool_warnings,25,
logic_synthesis,numSynthFlops,26,
min_path,min_from,"b_reg[9]$_DFF_PP0_",
==> worst paths after layout <==
path / slack, ns / end
setup / recovery: 1.93 / dout_ps2_rx[3]
hold / removal: 0.36 / b_reg[8]$_DFF_PP0_
setup reg to reg: 2.16 / n_reg[3]$_DFFE_PP0P_
hold reg to reg: 0.36 / b_reg[8]$_DFF_PP0_
max in group asynchronous: 2.67 / x[0]$_DFF_PP1_
min in group asynchronous: 0.83 / b_reg[10]$_DFF_PP0_
==> cell usage after synthesis <==
| cell | number |
|---|---|
| a21o_1 | 2 |
| a21oi_1 | 2 |
| a41oi_1 | 1 |
| buf_4 | 8 |
| dfrtp_1 | 25 |
| dfstp_2 | 1 |
| ha_1 | 1 |
| inv_1 | 5 |
| mux2i_1 | 1 |
| nand2_1 | 1 |
| nand2b_1 | 1 |
| nand3_1 | 4 |
| nand3b_1 | 1 |
| nand4_1 | 2 |
| nand4_2 | 1 |
| nor2_1 | 2 |
| nor2b_1 | 1 |
| nor3_1 | 1 |
| nor3_2 | 1 |
| nor3b_2 | 1 |
| nor4_1 | 1 |
| nor4_4 | 1 |
| o21ai_0 | 1 |
| o21ai_1 | 3 |
| o221a_2 | 2 |
| o31ai_1 | 1 |
| o31ai_2 | 1 |
| or2_1 | 1 |
| or3_1 | 1 |
| or3b_2 | 1 |
==> stage by stage <==
stage	instance area, um^2	hold WS (ns)	setup slack [ns]	std cells
final	1271	0.3560	1.930	181
after global routing	1271	0.3643	1.867	181
after CTS	1271	0.3607	1.892	181
after detailed placement	1200	0.3364	1.759	177
after global placement	1200	0.3370	1.798	177
after floorplan	1002	0.3312	2.291	75
==> layout make-up <==
cell class                      count  area share (%)
Multi-Input combinational cell     36           21.36
Tap cell                           96           9.449
Clock inverter                      1           2.362
Clock buffer                        3           3.248
Sequential cell                    26           51.28
Timing Repair Buffer               14           10.83
Inverter                            5           1.476
==> power groups by stage <==
stage / Clock, uW / Sequential [uW] / Combinational, uW
final: 230 / 293 / 20.5
after global routing: 254 / 294 / 23.6
after CTS: 242 / 293 / 21.8
==> layer usage <==
layer	track usage (%)	up-vias	part of all wire (%)
li1	-	280	-
met1	4.297	281	49
met2	4.505	14	44
met3	1.253	2	6.0
met4	0.7952	0	1.4
met5	0	-	0
==> cell families after synthesis <==
family	count (synthesis)	synth area share, %
AOI/OAI and AO/OA	13	9.612
adders and majority gates	1	1.248
DFF	26	65.04
buffers and inverters	13	7.866
muxes	1	0.9988
and+or+nand+nor	21	15.23
No activity file was given, so power comes from the tool's default toggle rates.
