==> flow/config.mk <==
export PLATFORM = sky130hd
export DESIGN_NAME = Filtro
export DESIGN_NICKNAME = Filtro
export VERILOG_FILES = /design/flow/design.v
export SDC_FILE = /design/flow/constraint.sdc
export NUM_CORES = 4
export LEC_CHECK = 1
export CORE_AREA = 10 10 70 70
export DIE_AREA = 0 0 80 80
==> flow/constraint.sdc <==
current_design Filtro

set clk_period 1.4
set clk_io_pct 0.2

create_clock -name clk0 -period $clk_period [get_ports {Clk_F}]

set non_clock_inputs [all_inputs -no_clocks]
set_input_delay [expr $clk_period * $clk_io_pct] -clock clk0 $non_clock_inputs
set_output_delay [expr $clk_period * $clk_io_pct] -clock clk0 [all_outputs]
==> flow/design.v <==
`timescale 1ns / 1ps
module Filtro(
	input wire Clk_F, Reset_F,
	input wire [7:0] ps2_Rx,
	output reg [7:0] Save 
    );
reg [1:0]x, xp ; 
parameter [1:0] 
	State_Check = 2'd0, State_Durante_Palabra = 2'd1,
	State_Despues_Palabra = 2'd2, State_Incondicional = 2'd3 ; 
localparam Break = 8'hf0 ; 
always@(posedge Clk_F, posedge Reset_F)
	if(Reset_F == 1'b1)	
		x <= State_Check ; 
	else
		x <= xp ; 
always@*
	begin 
		xp = x ; 
		Save = 8'd0 ; 
		case(x) 
			State_Check:  
					if(ps2_Rx != Break)
						xp = State_Check ; 
					else 
						 xp = State_Durante_Palabra ; 
			State_Durante_Palabra:
					if(ps2_Rx == Break) 
						xp = State_Durante_Palabra ; 
					else
						xp = State_Despues_Palabra ; 
			State_Despues_Palabra:
					if(ps2_Rx != Break)
						Save = ps2_Rx ;
					else 
						xp = State_Incondicional ;
			State_Incondicional:
					begin xp = State_Check ; end 
		endcase
	end				
endmodule	
==> flow/run.sh <==
#!/bin/bash
# OpenROAD 26Q1-2900-gdf79404cd8, Yosys 0.63+post, stock flow scripts
make -C /OpenROAD-flow-scripts/flow DESIGN_CONFIG=/design/flow/config.mk WORK_HOME=/design/flow/orfs finish
==> results.yml <==
# synthesis and place-and-route metrics
pwr:
  net-switching-power_mw: 0.0728
  power_density_nw_per_um2: 571
  ir_worst_vdd_mv: 0.223
  leakagePower_nw: 0.285
  pwr-share-comb: 0.207
  sequentialPowerShare: 0.336
  p_int_mw: 0.275
  pwr-share-clk: 0.457
  power.share.switching: 0.210
  finalPower_mw: 0.347
floorplanning:
  fp_util: 0.0685
  fp.dieW_um: 80
  core_um2: 3420
  rows: 21
  fp.dieH_um: 80
  ioPinCount: 18
  dieArea_um2: 6400
critical_path:
  cp-end-kind: "primary output"
  r2r_slack_ps: 550
  crit_path_max_fanout: 3
  cp-start-kind: "register"
  crit_type: "reg2out"
  crit_arrival_ps: 1340
  worst-endpoint-required_ps: 1120
clocking:
  ctsHtreeMaxLevel: 1
  cts_tree: "built"
  clockBufferDepth: 2
  numCtsBuffers: 3
  cts_sinks: 4
  worstSkewPairLatency_ps: 240
  clkTransAtPathRegs_ps: 40
  clock-root-buffer: "clkbuf_4"
logic_synthesis:
  ys_seq_frac: 0.433
  ys_sh_mux: 0
  xor_area_frac: 0
  async_flop_share: 1.00
  yosys-stat-cells: 23
  ys_warn_count: 1
  netlist.area_leader.share: 0.321
  top_cells_by_area: "dfrtp_1 32%, dfstp_2 11%, and3_1 11%"
  edf_count: 0
  synthAoiAreaFrac: 0.0642
  adder_share: 0
  synth_flops: 4
  ys_area_um2: 234
  simple_gate_area_frac: 0.471
  synth_area_per_cell_um2: 10.2
  yosys.area.top_type: "dfrtp_1"
  ys_types: 12
  synthCells: 23
  netlist_top_cells_count: "4 x and3_1, 4 x nor2_1, 3 x and2_1, 3 x dfrtp_1, 2 x inv_1"
  netlist_logic_family_top: "simple AND/OR/NAND/NOR gates"
  flop_cell: "dfrtp_1"
  syn_area_um2: 234
placed_design:
  place.port_buffers: 17
  place.gp.congestion: 0.718
sta:
  worst_pin_slew_ps: 161
  hold_slack_ps: 238
  rsz0062_at_grt: "yes"
  period_used_share: 1.16
  hold_viol: 0
  max_slew_margin: 0.892
  setup_tns_ps: -1590
  worst_slack_ps: -221
  post-route-min-period_ps: 1620
  finalSetupViolCount: 8
  report.final.slew_viol_count: 0
  fin_skew_ps: 1.16
  clock.fmax_mhz: 617
grt:
  grt_overflow: 0
  grt_util_all_layers: 0.0315
  grt_antenna_before_repair: 0
  grt_max_degree: 5
  grt_pass1_wl_mm: 1.60
  grt_pass1_vias: 370
routing:
  drc: 0
  final_antenna_net_count: 0
  num_vias: 301
  drt-total-wl_um: 971
  routedWlPerCell_um: 9.61
  drt_iter0_markers: 3
  viasPerCell: 2.98
  drtPass1Iterations: 2
  diodes: 0
cells_and_area:
  area_delta_synth_final_pct: 160
  regMostFlops: "x"
  reg_top3: "x x4"
  largest_reg_flops: 4
  drive_gt1_frac: 0.618
  nFillCells: 388
  logic_area_um2: 156
  regArea_um2: 101
run:
  warning_count: 27
  drv_cap: 0
run_status:
  status: "finished with violations"
  violations: "negative setup slack"
min_path:
  hold_class: "in2async"
## cell type report
type | instances | area share
clock buffer | 4 | 0.0432
inverter | 2 | 0.0123
multi-input combinational | 17 | 0.257
sequential | 4 | 0.167
tap | 46 | 0.0947
timing repair buffer | 28 | 0.426
## cells in the final DEF, fill, tap and decap left out, drive strengths merged
| cell type | synthesis | layout |
|---|---|---|
| a21o | 1 | 1 |
| and2 | 4 | 4 |
| and3 | 4 | 4 |
| and4bb | 1 | 1 |
| buf | 0 | 19 |
| clkbuf | 0 | 4 |
| clkdlybuf4s15 | 0 | 1 |
| clkdlybuf4s50 | 0 | 2 |
| dfrtp | 3 | 3 |
| dfstp | 1 | 1 |
| dlygate4sd2 | 0 | 6 |
| inv | 2 | 2 |
| nand4 | 1 | 1 |
| nor2 | 4 | 4 |
| nor3 | 1 | 1 |
| o21a | 1 | 1 |
## power by group through the flow
stage	sequential, mW	clock (mW)	combinational (mW)
after CTS	0.117	0.173	0.0691
after global routing	0.117	0.178	0.0791
final	0.117	0.159	0.0721
## worst paths after layout
| path | startpoint | end | depth (start not counted) |
|---|---|---|---|
| min reg2reg | x[3] | x[0] | 1 |
| max in group asynchronous | Reset_F | x[0] | 2 |
| min | Reset_F | x[3] | 2 |
| min in group clk0 | x[3] | x[0] | 1 |
| max | x[0] | Save[4] | 5 |
| max reg2reg | x[0] | x[2] | 3 |
## worst max-delay path, stage by stage, from the launching register on
cell and delay, ps:
dfstp_2 530, nor3_2 50, buf_4 150, buf_6 110, and3_4 160, buf_2 110
## cell families (layout without fill, tap and decap cells)
kind of cell	Yosys count	in the layout
simple gates	15	15
buf+inv	2	34
compound gates	2	2
flops	4	4
## stage by stage
stage               cells   util  worst slack, ps  cell area, um2
floorplan              23      -              241             234
global placement       89  0.142             -613             484
detailed placement     89  0.142             -623             484
CTS                   101  0.175             -226             599
global route          101  0.178             -281             608
finish                101  0.178             -221             608
## layer usage
metal / routed length [um] / track usage / vias up
met3: 222 / 0.0375 / 2
met1: 410 / 0.0354 / 132
met4: 6 / 0.00352 / 0
li1: - / - / 146
met5: 0 / 0 / -
met2: 331 / 0.0385 / 21
## what timing repair did
action,4_1_cts,5_1_grt
pin swaps,9,0
buffers inserted,8,0
gates cloned,0,0
resized,50,2
endpoints found under the hold margin,0,0
hold buffers,0,0
setup endpoints to repair,8,8
Power figures rest on the tool's default switching activity, not on a simulated workload.
